File: flow/run.sh
#!/bin/bash
# OpenROAD 26Q1-2900-gdf79404cd8, Yosys 0.63+post, stock flow scripts
make -C /OpenROAD-flow-scripts/flow DESIGN_CONFIG=/design/flow/config.mk WORK_HOME=/design/flow/orfs finish
File: flow/config.mk
export PLATFORM = sky130hd
export DESIGN_NAME = VGA_Checker
export DESIGN_NICKNAME = VGA_Checker
export VERILOG_FILES = /design/flow/design.v
export SDC_FILE = /design/flow/constraint.sdc
export NUM_CORES = 4
export LEC_CHECK = 1
export CORE_UTILIZATION = 40
File: flow/constraint.sdc
current_design VGA_Checker

set clk_period 7.5
set clk_io_pct 0.2

create_clock -name clk0 -period $clk_period [get_ports {CLOCK_50}]
create_clock -name clk1 -period $clk_period [get_ports {GPIO}]

set non_clock_inputs [all_inputs -no_clocks]
set_input_delay [expr $clk_period * $clk_io_pct] -clock clk0 $non_clock_inputs
set_output_delay [expr $clk_period * $clk_io_pct] -clock clk0 [all_outputs]
File: flow/design.v
module VGA_Checker(
		input		[3:0]		KEY,
		input					CLOCK_50,
		input		[35:0]	GPIO,
		output	[7:0]		VGA_R,
		output	[7:0]		VGA_G,
		output	[7:0]		VGA_B,
		output				VGA_CLK,
		output				VGA_BLANK_N,
		output				VGA_SYNC_N,
		output				VGA_HS,
		output				VGA_VS
);
		logic		[$clog2(1050)-1:0]	HS_counter, next_HS_counter;
		logic		[$clog2(838500)-1:0]	VS_counter, next_VS_counter;
		logic		[7:0]		red,		next_red,	cr;
		logic		[7:0]		green,	next_green,	cg;
		logic		[7:0]		blue,		next_blue,	cb;
		logic					hs,		next_hs;
		logic					vs,		next_vs;
		logic					blank,	next_blank;
		logic					sync,		next_sync;
		logic					spi_clk, csel, mosi, miso;
		logic	[15-1:0][7:0]	regs, next_regs;
		logic [15:0]		 	packet, next_packet;
		logic [4:0]				spi_cnt, next_spi_cnt;
		logic	[15-1:0][$clog2(838500)-1:0]	cmp_regs;
		assign spi_clk			= GPIO[0];
		assign csel				= GPIO[2];
		assign mosi				= GPIO[4];
		assign miso				= GPIO[6];
		assign VGA_R			= red;
		assign VGA_G			= green;
		assign VGA_B			= blue;
		assign VGA_BLANK_N	= blank;
		assign VGA_SYNC_N		= sync;
		assign VGA_HS			= hs;
		assign VGA_VS			= vs;
		assign VGA_CLK			= CLOCK_50;
		generate
			genvar j;
			for(j = 0; j < 15; j++) begin : compCreation
				assign cmp_regs[j][$clog2(838500)-1:$clog2(838500)-8] = regs[j];
				assign cmp_regs[j][$clog2(838500)-9:0]						= '1;
			end
		endgenerate
		always_comb begin
			cr						= '1;
			cg						= '1;
			cb						= '1;
			for(int l = 0; l < 64; l++) begin
				if(VS_counter[19:14] == l) begin
					cr = {VS_counter[15], 7'b1100000};
					cg = {VS_counter[15], 7'b1100000};
					cb = {VS_counter[15], 7'b1100000};
					for(int n = 0;  n < 25; n++) begin
						if(VS_counter[19:14] == n) begin
							cr = 255;
							cg = 0 + (5 * n);
							cb = 0;
						end
					end
					for(int m = 25; m < 51; m++) begin
						if(VS_counter[19:14] == m) begin
							cr = m >= 42 ? '0						: 255 - ((m-25)*15);
							cg = m >= 42 ? 255 - ((m-42)*6)	: 135 + ((m-25)*7);
							cb = m >= 42 ? 0 + ((m-42)*31)	: '0;
						end
					end
				end
			end
			next_HS_counter	= HS_counter;
			next_red				= red;
			next_green			= green;
			next_blue			= blue;
			if(HS_counter >= 1050) begin  
				next_HS_counter = '0;
			end else begin
				next_HS_counter = HS_counter + 1;
			end
			next_VS_counter = VS_counter;
			if(VS_counter >= 838500) begin  
				next_VS_counter = '0;
			end else begin
				next_VS_counter = VS_counter + 1;
			end
			for(int i = 0; i < 15; i++) begin  
				if((HS_counter-230) <= (((i+1) * 53)) && (HS_counter-230) >= (((i) * (53)))) begin
					if(835120-VS_counter >= cmp_regs[i]) begin  
						next_red		= '0; 
						next_green	= '0; 
						next_blue	= '0; 
					end else begin
						next_red		= cr;
						next_green	= cg;
						next_blue	= cb;
					end
				end 
			end
			for(int j = 0; j < 15; j++) begin
				if ((HS_counter-230) == (((j+1) * 53)) || (HS_counter-230) == (((j+1) * 53)+1) || (HS_counter-230) == (((j+1) * 53)-1)) begin
					next_red		= '0;
					next_green	= '0;
					next_blue	= '0;
				end
			end
			if(VS_counter[14] && &VS_counter[13:11]) begin
				next_red		= '0;
				next_green	= '0;
				next_blue	= '0;
			end
			if(HS_counter <= ((1050 *21)/156)) begin  
				next_hs = 0;
			end else begin
				next_hs = 1;
			end
			if(HS_counter <= 230 || HS_counter >= 1020) begin
				next_blank = 0;
			end else begin
				next_blank = 1;
			end
			if(VS_counter <= 6240) begin 
				next_vs = 0;
			end else begin
				next_vs = 1;
			end
			if(VS_counter <= 36400 || VS_counter >= 835120) begin
				next_sync = 0;
			end else begin
				next_sync = 1;
			end
		end
		always_ff @(posedge CLOCK_50) begin
			if(~KEY[0]) begin
				HS_counter <= '0;
				VS_counter <= '0;
				red	<=	'0;
				green <=	'0;
				blue	<=	'0;
				blank	<=	'0;
				sync	<=	'0;
				hs		<=	'0;
				vs		<= '0;
				regs	<=	'0;
			end else begin
				HS_counter <= next_HS_counter;
				VS_counter <= next_VS_counter;
				red	<=	next_red;
				green <=	next_green;
				blue	<=	next_blue;
				blank	<=	next_blank;
				sync	<=	next_sync;
				hs		<=	next_hs;
				vs		<= next_vs;
				regs	<=	next_regs;
			end
		end
		always_comb begin
			next_packet 	= packet;
			next_regs		= regs;
			if(csel) begin
				next_packet = {mosi, packet[15:1]};
			end
			if(~csel) begin
				next_regs[packet[7:0]] = packet[15:8];
			end
		end
		always_ff @(posedge spi_clk) begin
			 packet	<= next_packet;
		end
endmodule
==> run summary <==
impl run done, here's what came out: number of unique standard cell types used by synthesis=90, Hold Path Depth=0, global placement routability congestion=0.943, GRT Total Usage=between 20% and 30%, status=complete, but fails checks, cell family contributing the most delay on the critical path=buffers and inverters, gate count after technology mapping=1,644, Pre-Place Util=between 40% and 50%, leading post-synthesis cells by cell area=dfxtp_1, ha_1, mux2i_1, pwr dens=280 nW/um^2, reported leakage power=around 6.6 nW, MaxCap Viol Count=0, via count of the first global-routing pass=13.1k, Detailed Route Iter0 Violations=887, Core Area=33,400 sq um, number of buffer cells added on primary ports=30, switching portion of total power=26.0%, Post-Synth Simple-Gate Area=17.9%, routed length on met2=18,100 um, launch instance of the worst register-to-register path=VS_counter[3], via density per instance=5.75, cell internal pwr=3.44 mW, path type of the worst min-delay path=clk -> reg, Die Span Y=roughly 190 um, Min Hold Slack=-0.132 ns, post-route insts no fill=approximately 2.2k, floorplan row count=67, and-or/or-and share of the synthesized area=around a fifth, area of the chip=roughly 35,000 sq um, startpoint of the tightest hold check path=GPIO[4], Commonest cells post-synth=nor2_1, dfxtp_1, inv_1, number of hold-repair buffers added at the cts stage=0, minimum setup slack after placement=between 1.5 and 2 ns, critical path capture point type=output pin, final-report hold violation count=1, total tool warning count=between 300 and 400, IR drop worst, VDD=0.199 mV, Total Power Consumption=4.64 mW, RSZ-0062 raised after global routing=false, final-layout setup total negative slack=0 ns, Mean Syn Cell Area=8.25 sq um, placed instance count=2,053, share of total power in the clock network=74.9%, wire length of the first global-routing pass=roughly 64,000 um, worst-margin pin slew=around 1.1 ns, CP Class=clk -> out, I/O pin count=70, clock-pin slew on the worst setup and hold paths=0.04 ns, fraction of final layout cells with drive strength greater than 1=10.0%, violations in the final reports=hold timing, slowest cell delay on critical path=0.39 ns, final setup violating endpoints=0, yosys stat cell total=1,644, primary flip-flop cell chosen by synthesis mapping=dfxtp_1, worst setup margin=1.61 ns, Final Max Tran Viols=0, Die Wd=186 um, highest metal layer used by the detailed router=met4, total standard cell area after synthesis=13,600 sq um, endpoint of the worst-slack reg-to-reg timing path=red[4], met3 wire length=2960 um, worst-path cell with the longest stage delay=clkdlybuf4s50_1, drt first pass iters=8, post-CTS setup buffer count=0, vias=12.4k, Yosys warning count=1, pin count of the biggest net entering global routing=65, Critical Path Start Type=clock port, cell repeated most along the worst path=clkbuf_16, count of instances resized after the clock tree is built=0, post-synthesis cell type with the largest combined area=dfxtp_1, number of antenna violations at the first check in global routing=0, total length of routed wires=40,600 um, Area Growth Syn to Fin=22.3%, main logic family after synthesis=AND-OR/OR-AND gates, sequential share of the synthesized area=between 20% and 30%, worst endpoint data arrival time=between 4 and 5 ns, Slew headroom=27.2%, async set-or-reset flop fraction in the synthesized netlist=0%, logic depth of the worst register-to-register path=17, Met1 Routed Length=~18,000 um, total half-perimeter wirelength after legalization and detailed placement=25,000 um, YS chip area=13,600 sq um, top cell type by instance count after synthesis=nor2_1, share of the core filled with cells in the final layout=49.6%, Comb pwr share=around 1.9%, reg-to-reg slack, setup=between 1.5 and 2 ns, remaining design rule violation count=0, gr ovfl total=0, Flops after synth=194, average wire per standard cell=~19 um, worst path required time=6.00 ns, Antenna Violating Nets Remaining=0, xor/xnor share=3.03%, register share of total power=23.2%, Area leader share=26.3%, cell area after placement=14,300 sq um, antenna diode count=0, net switching power figure=1.21 mW, number of synthesized flops with an enable pin=16, number of filler cells placed in the layout=2,930, final non-filler cell area=16,600 sq um, number of buffer and inverter instances along the worst setup path=3, TritonCTS clock tree=built, largest fanout of any net on the critical path=2, final clock skew=0.0119 ns, FA/HA/MAJ Cells, Area Fraction=~12%, CP cell instances=clkbuf_16 -> clkbuf_16 -> clkdlybuf4s50_1, endpoint of the worst hold path=packet[15], mux share=9.39%
## area by class of cell
cell class                      instances  area [sq um]  share of cell area [%]
Multi-Input combinational cell       1201          8570                    51.6
Sequential cell                       194          4040                    24.4
Clock buffer                           89          2130                    12.8
Tap cell                              448           561                    3.38
Inverter                              146           549                    3.31
Timing Repair Buffer                   63           546                    3.29
Clock inverter                         14           195                    1.18
## power by group through the flow
stage | logic [mW] | registers [mW] | clock network [mW]
5_1_grt | 0.0947 | 1.08 | 3.67
6_report | 0.0873 | 1.08 | 3.48
4_1_cts | 0.0861 | 1.08 | 3.58
## placed cells by master, fill, tap and decap left out, types with 32 or more instances in the layout
cell         n
inv_1      144
a21o_1      38
buf_4       34
nor2_1     235
mux2i_1    125
nand2_1     87
dfxtp_1    178
clkbuf_16   83
o21ai_0     54
a21oi_1     72
ha_1       135
nand3_1     32
## logic make-up (layout without fill, tap and decap cells)
logic type	Yosys count	after routing
mux	127	127
fa+ha+maj	135	135
flops	194	194
compound gates	378	378
xor+xnor	46	46
simple gates	515	515
buf+inv	249	312
## state kept, by name, indices dropped and copies added, names as in the netlist, 7 cells and up
signal      count
green           8
regs          120
blue            7
VS_counter     20
packet         16
HS_counter     11
red             8
## how the worst max path moves through the flow
| stage | startpoint | slack, ns | end | cells after the start |
|---|---|---|---|---|
| CTS | CLOCK_50 | 1.60 | VGA_CLK | 3 |
| global route | VS_counter[2] | 1.37 | red[1] | 17 |
| finish | CLOCK_50 | 1.61 | VGA_CLK | 3 |
## routing by layer
layer  GRT usage [%]  vias up
li1                -     6001
met1            32.4     5850
met2            33.8      436
met3            10.6       97
met4            13.8        0
met5               0        -
No activity file was given, so power comes from the tool's default toggle rates.
